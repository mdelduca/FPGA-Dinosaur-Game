### flow/run.sh
#!/bin/bash
# OpenROAD 26Q1-2900-gdf79404cd8, Yosys 0.63+post, stock flow scripts
make -C /OpenROAD-flow-scripts/flow DESIGN_CONFIG=/design/flow/config.mk WORK_HOME=/design/flow/orfs finish
### flow/config.mk
export PLATFORM = sky130hd
export DESIGN_NAME = FSM
export DESIGN_NICKNAME = FSM
export VERILOG_FILES = /design/flow/design.v
export SDC_FILE = /design/flow/constraint.sdc
export NUM_CORES = 4
export LEC_CHECK = 1
export CORE_UTILIZATION = 40
### flow/constraint.sdc
current_design FSM

set clk_period 6.3
set clk_io_pct 0.2

create_clock -name clk0 -period $clk_period [get_ports {Clock}]

set non_clock_inputs [all_inputs -no_clocks]
set_input_delay [expr $clk_period * $clk_io_pct] -clock clk0 $non_clock_inputs
set_output_delay [expr $clk_period * $clk_io_pct] -clock clk0 [all_outputs]
### flow/design.v
module FSM #(
	parameter CLOCK_FREQUENCY = 25000000
) (
	input Clock,
	input reset,
	inout PS2_CLK,
	inout PS2_DAT,
	input kill,
	output viewScore, return, play, jumping, gen, lose, pause,
	output [7:0] kbData,
	output [5:0] currentState, nextState,
	output [15:0]height, nextHeight,
	output [15:0]velocity,
	output [7:0] counter,
	output [$clog2(CLOCK_FREQUENCY):0] elTime,
	output ld_menu, ld_score, ld_play, reset_game, load_game, ld_generate, ld_game, calc_jump, create_obs, calc_hs, ld_pause,
	output pauseFlag
);
	control control(
		.Clock(Clock),
		.reset(reset),
		.viewScore(viewScore),
		.return(return),
		.play(play),
		.jumping(jumping),
		.gen(gen),
		.lose(lose),
		.pause(pause),
		.ld_menu(ld_menu), 
		.ld_score(ld_score), 
		.ld_play(ld_play), 
		.reset_game(reset_game), 
		.load_game(load_game), 
		.ld_generate(ld_generate), 
		.ld_game(ld_game), 
		.calc_jump(calc_jump), 
		.create_obs(create_obs), 
		.calc_hs(calc_hs),
		.ld_pause(ld_pause),
		.currentState(currentState),
		.nextState(nextState)
	);
	KBDatapath #(.CLOCK_FREQUENCY(CLOCK_FREQUENCY))KBDatapath(
		.Clock(Clock),
		.reset(reset),
		.viewScore(viewScore),
		.return(return),
		.play(play),
		.jumping(jumping),
		.gen(gen),
		.lose(lose),
		.pause(pause),
		.ld_menu(ld_menu), 
		.ld_score(ld_score), 
		.ld_play(ld_play), 
		.reset_game(reset_game), 
		.load_game(load_game), 
		.ld_generate(ld_generate), 
		.ld_game(ld_game), 
		.calc_jump(calc_jump), 
		.create_obs(create_obs), 
		.calc_hs(calc_hs),
		.ld_pause(ld_pause),
		.kbData(kbData),
		.height(height),
		.nextHeight(nextHeight),
		.velocity(velocity),
		.counter(counter),
		.elTime(elTime),
		.pauseFlag(pauseFlag),
		.kill(kill)
	);
	keyboard #(.CLOCK_FREQUENCY(CLOCK_FREQUENCY))keyboard(
		.Clock(Clock), 
		.reset(reset), 
		.PS2_CLK(PS2_CLK), 
		.PS2_DAT(PS2_DAT), 
		.heldData(kbData)
	);
endmodule
module control(
	input Clock,
	input reset,
	input viewScore,
	input return,
	input play,
	input jumping,
	input gen,
	input lose,
	input pause,
	output reg [5:0] currentState, nextState,
	output reg ld_menu, ld_score, ld_play, reset_game, load_game, ld_generate, ld_game, calc_jump, create_obs, calc_hs, ld_pause
);
	localparam  	MENU	       		 	= 5'd0,
					S_SCORE		   			= 5'd1,
					S_PLAY		 		    = 5'd2,
					S_RESET		 		    = 5'd3,
					S_LOAD					= 5'd4,
					S_GENERATE_SCREEN		= 5'd5,
					S_GAME					= 5'd6,
					S_JUMP					= 5'd7,
					S_OBSTACLE				= 5'd8,
					S_CALC_HS				= 5'd9,
					S_PAUSE					= 5'd10;
	always@(*)
	begin: state_table
		case (currentState)
			MENU: begin
							if (viewScore) nextState = S_SCORE;
							else if (play) nextState = S_PLAY;
							else nextState = MENU;
						end
			S_PLAY: nextState = S_RESET;
			S_RESET: nextState = S_LOAD;
			S_LOAD: nextState = S_OBSTACLE;
			S_OBSTACLE: nextState = S_GENERATE_SCREEN;
			S_GENERATE_SCREEN: nextState = S_GAME;
			S_GAME: begin
							if (lose) nextState = S_CALC_HS;
							else if (jumping) nextState = S_JUMP;
							else if (pause) nextState = S_PAUSE;
							else nextState = S_GAME;
						end
			S_JUMP: begin
				if (lose) nextState = S_CALC_HS;
				else if (jumping) nextState = S_JUMP;
				else nextState = S_GAME;
			end
			S_PAUSE: nextState = pause ? S_PAUSE : S_GAME;
			S_CALC_HS: nextState = S_SCORE;
			S_SCORE: nextState = return ? MENU : S_SCORE;
			default:     nextState = MENU;
		endcase
	end
	always@(*)
	begin: outputLogic
		ld_menu = 1'b0;
		ld_score = 1'b0;
		ld_play = 1'b0;
		reset_game = 1'b0;
		load_game = 1'b0;
		ld_generate = 1'b0;
		ld_game = 1'b0;
		calc_jump = 1'b0;
		create_obs = 1'b0;
		calc_hs = 1'b0;
		ld_pause = 1'b0;
		case (currentState)
			MENU: begin
				ld_menu = 1'b1;
				end
			S_PLAY: begin
				ld_play = 1'b1;
				end
			S_RESET: begin
				reset_game = 1'b1;
				end
			S_LOAD: begin
				load_game = 1'b1;
				end
			S_GENERATE_SCREEN: begin
				ld_generate = 1'b1;
				end
			S_GAME: begin
				ld_game = 1'b1;
				end
			S_JUMP: begin
				calc_jump = 1'b1;
				end
			S_OBSTACLE: begin
				create_obs = 1'b1;
				end
			S_PAUSE: begin
				ld_pause = 1'b1;
				end
			S_CALC_HS: begin
				calc_hs = 1'b1;
				end
			S_SCORE: begin
				ld_score = 1'b1;
				end
		endcase
	end
	always@(posedge Clock)
	begin: state_progression
		if(!reset)
			currentState <= MENU;
		else 
			currentState <= nextState;
	end
endmodule
module KBDatapath #(
	parameter CLOCK_FREQUENCY = 25000000,
	parameter FPS = 1200000
) (
	input Clock,
	input reset,
	input ld_menu, ld_score, ld_play, reset_game, load_game, ld_generate, ld_game, calc_jump, create_obs, calc_hs, ld_pause,
	input [7:0] kbData,
	input kill,
	output reg viewScore,
	output reg return,
	output reg play,
	output reg jumping,
	output reg gen,
	output reg lose,
	output reg pause,
	output reg [15:0]height, nextHeight,
	output reg [15:0]velocity,
	output reg [7:0] counter,
	output reg[$clog2(CLOCK_FREQUENCY):0] elTime,
	output reg pauseFlag
);
	initial begin
			height <= 16'd106;
			nextHeight <= 16'd106;
	end
	reg[21:0] jumpTimer;
	always@(posedge Clock)
	begin
		if (!reset || ld_menu) begin
			height <= 16'd106;
			nextHeight <= 16'd106;
			velocity <= 0;
			counter <= 0;
			jumping <= 0;
			elTime <= 0;
			jumpTimer <= 0;
		end
		else begin
			if (kill) begin
				lose <= 1'b1;
			end else begin
				lose <= 1'b0;
			end
			if (kbData == 8'h29) begin
				if (!(ld_game || calc_jump)) begin
					jumping <= 1'b0;
				end
				else if (!jumping) begin
					height <= 16'd106;
					nextHeight <= 16'd106;
					jumping <= 1'b1;
					velocity <= 16'd6;
					counter <= 0;
				end
			end
			if (calc_jump && jumping) begin
				if (elTime != 0) begin 
					elTime <= elTime - 1;
				end
				else begin
					elTime <= CLOCK_FREQUENCY/10 - 1;
					counter <= counter + 1;
					velocity <= velocity - counter;
				end
				if (jumpTimer != 0) begin 
					jumpTimer <= jumpTimer - 1;
				end
				else begin
					jumpTimer <= 21'd833333;
					height <= nextHeight;
					nextHeight <= nextHeight - (velocity*counter);
				end
			end
			if (nextHeight > 16'd106) begin
				height <= 16'd106;
				nextHeight <= 16'd106;
				velocity <= 0;
				counter <= 0;
				jumping <= 0;
				elTime <= 0;
				jumpTimer <= 0;
			end
		end
	end
	always@(posedge Clock)
	begin
		if(!reset) begin
			pause <= 1'b0;
			pauseFlag <= 1'b0;
		end
		else begin
			if (kbData == 8'h76) begin
				if (!ld_pause) begin
					if (ld_game) begin
						pauseFlag <= 1'b1;
					end
				end
				if (ld_pause) begin
					pauseFlag <= 1'b1;
				end
			end
			if (kbData == 8'h00) begin
				if (ld_pause && pauseFlag) begin
					pauseFlag <= 1'b0;
					pause <= 1'b0;
				end
				else if (pauseFlag) begin
					pauseFlag <= 1'b0;
					pause <= 1'b1;
				end
			end
		end
	end
	always@(posedge Clock)
	begin
		if(!reset) begin
			return <= 1'b0;
		end
		else begin
			if (kbData == 8'h59) begin
				if (ld_score) begin
					return <= 1'b1;
				end
				else begin
					return <= 1'b0;
				end
			end
			else begin
				return <= 1'b0;
			end
		end
	end
	always@(posedge Clock)
	begin
		if(!reset) begin
			viewScore <= 1'b0;
		end
		else begin
			if (kbData == 8'h16) begin
				if (ld_menu) begin
					viewScore <= 1'b1;
				end
				else begin
					viewScore <= 1'b0;
				end
			end
			else begin
				viewScore <= 1'b0;
			end
		end
	end
	always@(posedge Clock)
	begin
		if(!reset) begin
			play <= 1'b0;
		end
		else begin
			if (kbData == 8'h5A) begin
				if (ld_menu) begin
					play <= 1'b1;
				end
				else begin
					play <= 1'b0;
				end
			end
			else begin
				play <= 1'b0;
			end
		end
	end
endmodule 
module PS2_Controller(
	input Clock,
	input reset,
	inout PS2_CLK,
	inout PS2_DAT,
	output	reg[7:0] transmit,
	output	reg keyPressed
);
	reg[7:0] data;
	reg [7:0] breakCode;
	reg [4:0] currentState, nextState;
	reg[3:0] counter;
	reg lastPS2CLK;
	reg currPS2CLK;
	reg rawData;
	reg start;
	reg parity;
	reg stop;
	wire ps2posedge;
	wire ps2negedge;
	assign ps2posedge = (lastPS2CLK == 1'b0 && currPS2CLK == 1'b1);
	assign ps2negedge = (lastPS2CLK == 1'b1 && currPS2CLK == 1'b0);
	localparam  	IDLE	       		= 5'd0,
						DATA		 		   = 5'd2,
						PARITY				= 5'd3,
						STOP					= 5'd4,
						DONE					= 5'd5,
						DATA0		 		   = 5'd6,
						DATA1		 		   = 5'd7,
						DATA2		 		   = 5'd8,
						DATA3		 		   = 5'd9,
						DATA4		 		   = 5'd10,
						DATA5		 		   = 5'd11,
						DATA6		 		   = 5'd12,
						DATA7		 		   = 5'd13;
	always@(posedge Clock)
	begin
		lastPS2CLK	<= currPS2CLK;
		currPS2CLK		<= PS2_CLK;
		rawData <= PS2_DAT;
	end
	always@(posedge Clock)
	begin
		if (currentState != DATA) begin
			counter <= 3'd0;
		end
		else begin
			if (currentState == DATA && ps2posedge) begin
				counter <= counter + 1;
			end
		end
	end
	always@(posedge Clock)
	begin
		if (!reset) begin
			breakCode <= 8'h00;
		end
		if (data == 8'hF0) begin
			breakCode <= 8'hF0;
		end
	end
	always@(posedge Clock)
	begin
		if (!reset) begin
			keyPressed <= 1'b0;
		end
		else if (currentState == STOP && ps2posedge) begin
			keyPressed <= 1'b1;
		end
		else begin
			keyPressed <= 1'b0;
		end
	end
	always@(*)
	begin: state_table
		case (currentState)
			IDLE: begin
				if (ps2posedge == 1'b1 && rawData == 1'b0) begin
					start <= rawData;
					nextState = DATA0;
				end
				else begin
					nextState = IDLE;
				end
			end
			DATA0: begin
				if (ps2posedge == 1'b1) begin
					data[0] <= rawData;
					nextState = DATA1;
				end
				else begin
					nextState = DATA0;
				end
			end
			DATA1: begin
				if (ps2posedge == 1'b1) begin
					data[1] <= rawData;
					nextState = DATA2;
				end
				else begin
					nextState = DATA1;
				end
			end
			DATA2: begin
				if (ps2posedge == 1'b1) begin
					data[2] <= rawData;
					nextState = DATA3;
				end
				else begin
					nextState = DATA2;
				end
			end
			DATA3: begin
				if (ps2posedge == 1'b1) begin
					data[3] <= rawData;
					nextState = DATA4;
				end
				else begin
					nextState = DATA3;
				end
			end
			DATA4: begin
				if (ps2posedge == 1'b1) begin
					data[4] <= rawData;
					nextState = DATA5;
				end
				else begin
					nextState = DATA4;
				end
			end
			DATA5: begin
				if (ps2posedge == 1'b1) begin
					data[5] <= rawData;
					nextState = DATA6;
				end
				else begin
					nextState = DATA5;
				end
			end
			DATA6: begin
				if (ps2posedge == 1'b1) begin
					data[6] <= rawData;
					nextState = DATA7;
				end
				else begin
					nextState = DATA6;
				end
			end
			DATA7: begin
				if (ps2posedge == 1'b1) begin
					data[7] <= rawData;
					nextState = PARITY;
				end
				else begin
					nextState = DATA7;
				end
			end
			PARITY: begin
				if (ps2posedge == 1'b1) begin
					parity <= rawData;
					nextState = STOP;
				end
				else begin
					nextState = PARITY;
				end
			end
			STOP: begin
				if (ps2posedge == 1'b1 && rawData == 1'b1) begin
					stop <= rawData;
					nextState = DONE;
				end
				else begin
					nextState = STOP;
				end
			end
			DONE: begin
				if (start == 1'b0 && stop == 1'b1) begin
					transmit <= data;
					nextState = IDLE;
				end
				else begin
					nextState = DONE;
				end
			end
			default: nextState = IDLE;
		endcase
	end
	always@(posedge Clock)
	begin: state_progression
		if(!reset)
			currentState <= IDLE;
		else 
			currentState <= nextState;
	end
endmodule
module keyboard #(
	parameter CLOCK_FREQUENCY = 25000000
) (
	input Clock,
	input reset,
	inout PS2_CLK,
	inout PS2_DAT,
	output reg[7:0]	heldData
);
	wire		[7:0]	ps2_key_data;
	wire		[7:0]	pressedData;
	wire				ps2_key_pressed;
	reg			[7:0]	last_data_received;
	reg flag;
	always @(posedge Clock)
	begin
		if (!reset)
			last_data_received <= 8'h00;
		else if (ps2_key_pressed == 1'b1)
			last_data_received <= ps2_key_data;
	end
	always@(posedge Clock)
	begin
		if (!reset) begin
			heldData <= 8'h00;
			flag <= 0;
		end
		else begin
			if (heldData == 0 && flag) begin
				heldData <= ps2_key_data;
			end
			if (last_data_received == heldData && !flag) begin
				heldData <= 0;
			end
			if (ps2_key_pressed == 1'b1) flag <= 1'b1;
			if	(last_data_received == 8'hF0 || last_data_received == 8'hE0) flag <= 1'b0;
		end
	end
	PS2_Controller PS2 (
	.Clock			(Clock),
	.reset				(reset),
	.PS2_CLK			(PS2_CLK),
 	.PS2_DAT			(PS2_DAT),
	.transmit		(ps2_key_data),
	.keyPressed	(ps2_key_pressed)
	);
endmodule
==> datasheet_impl.txt <==
Physical implementation characteristics

Parameter                              Value

Place
  Final weighted congestion of routability-driven global placement    between 0.8 and 0.9
  Half-perimeter wire length after detailed placement    between 15000 and 20000 um
  Number of buffers added on ports    118
  Number of cells after detailed placement    1638
  Area of placed instances    ~12000 um2

Logic synthesis
  Share of synthesized registers carrying an async set or reset    0
  Mean post-synth cell area    about 8.6 um2
  Synth top area cells    sky130_fd_sc_hd__dfxtp_1, sky130_fd_sc_hd__fa_1, sky130_fd_sc_hd__ha_1
  Number of distinct library cell variants in the gate-level netlist after synthesis    just over 70
  Top flip-flop cell by instance count after synthesis    sky130_fd_sc_hd__dfxtp_1
  Synth area leader    sky130_fd_sc_hd__dfxtp_1
  Chip area in the Yosys report    around 11000 um2
  Synth top area share    0.300
  Number of storage elements in the synthesis netlist    177
  Yosys stat cell total    ~1200
  Mapped Area    roughly 11000 um2
  Cell count after synthesis    ~1200
  Warnings, synthesis    5
  Number of flops mapped to enable cells by yosys    1

Floorplan
  Starting Density    0.406
  Number of primary I/O pins    about 130
  Die outline width    around 160 um
  Die Span Y    ~160 um
  Number of cell rows    59

Outcome
  Run status    stopped before the end
  Terminating stage of the flow    5_1_grt
  Stop Error    [ERROR RSZ-0074] Failed to build tree from global routes for pin 'PS2_DAT' and net 'PS2_DAT' at grid (3450, 10350): found route to 2 pins, expected 1

Clocking
  Clock buffers created by TritonCTS    17
  Buffers inserted during post-CTS setup optimization    0
  Cells resized by post-CTS repair    0
  CTS Hold Bufs    0
  H-tree depth    4
  Buffer levels on the longest clock path    2
  Root buf cell    sky130_fd_sc_hd__clkbuf_16

Timing
  Count of endpoints without a timing constraint    20
  Count of unclocked register or latch pins    18

Global route
  Pin count of the biggest net entering global routing    about 63
==> cell families after synthesis <==
family	Yosys count	synth area share
compound gates	196	0.111
xor+xnor	72	0.0611
fa+ha+maj	122	0.197
buf+inv	185	0.0691
flops	159	0.303
latches	18	0.0256
mux	11	0.0107
other cells	1	0.000356
simple gates	461	0.222
==> through the flow <==
stage / hold slack, ps / setup slack [ps]
after floorplan: 345 / 1960
after global placement: 351 / 1760
after detailed placement: 358 / 1660
after CTS: 369 / 1670
==> synthesized netlist by cell type, types with 7 or more instances <==
library cell,instances
sky130_fd_sc_hd__ha_1,49
sky130_fd_sc_hd__fa_1,73
sky130_fd_sc_hd__a31oi_1,7
sky130_fd_sc_hd__dlxtn_1,18
sky130_fd_sc_hd__o21a_1,10
sky130_fd_sc_hd__and2_1,51
sky130_fd_sc_hd__nor2_1,124
sky130_fd_sc_hd__inv_1,132
sky130_fd_sc_hd__and3_1,12
sky130_fd_sc_hd__a211oi_1,10
sky130_fd_sc_hd__nand2_1,106
sky130_fd_sc_hd__nor4_1,15
sky130_fd_sc_hd__mux2i_1,9
sky130_fd_sc_hd__or4_1,9
sky130_fd_sc_hd__o21ai_1,9
sky130_fd_sc_hd__nand2b_1,7
sky130_fd_sc_hd__dfxtp_1,158
sky130_fd_sc_hd__nor2b_1,7
sky130_fd_sc_hd__xnor2_1,49
sky130_fd_sc_hd__clkbuf_1,35
sky130_fd_sc_hd__nand3_1,42
sky130_fd_sc_hd__a21oi_1,94
sky130_fd_sc_hd__nor3_1,37
sky130_fd_sc_hd__xor2_1,22
sky130_fd_sc_hd__or3_1,15
sky130_fd_sc_hd__o21ai_0,32
